## flow/config.mk

```make
export PLATFORM = sky130hd
export DESIGN_NAME = EX_MEM
export DESIGN_NICKNAME = EX_MEM
export VERILOG_FILES = /design/flow/design.v
export SDC_FILE = /design/flow/constraint.sdc
export NUM_CORES = 4
export LEC_CHECK = 1
export CORE_AREA = 10 10 267 267
export DIE_AREA = 0 0 277 277
```

## flow/constraint.sdc

```tcl
current_design EX_MEM

set clk_period 1.0
set clk_io_pct 0.2

create_clock -name clk0 -period $clk_period [get_ports {clk}]

set non_clock_inputs [all_inputs -no_clocks]
set_input_delay [expr $clk_period * $clk_io_pct] -clock clk0 $non_clock_inputs
set_output_delay [expr $clk_period * $clk_io_pct] -clock clk0 [all_outputs]
```

## flow/design.v

```verilog
`timescale 1ns / 1ps
module EX_MEM(
    input clk,
    input reset,
    input memWrite_in,
    input [3-1:0] memType_in,
    input [3-1:0] resultSrc_in,
    input regWrite_in,
    input ecall_in,
    input [7-1:0] op_in,
    input [64-1:0] ALUResult_in,
    input [64-1:0] writeData_in,
    input [64-1:0] PCPlusImm_in,
    input [5-1:0] writeReg_in,
    input [64-1:0] immExt_in,
    input [64-1:0] PCPlus4_in,
    output reg memWrite_out,
    output reg [3-1:0] memType_out,
    output reg [3-1:0] resultSrc_out,
    output reg regWrite_out,
    output reg ecall_out,
    output reg [7-1:0] op_out,
    output reg [64-1:0] ALUResult_out,
    output reg [64-1:0] writeData_out,
    output reg [64-1:0] PCPlusImm_out,
    output reg [5-1:0] writeReg_out,
    output reg [64-1:0] immExt_out,
    output reg [64-1:0] PCPlus4_out
    );
    always @(posedge clk) begin
        if(reset) begin
            memWrite_out <= 1'b0;
            memType_out <= 3'b0;
            resultSrc_out <= 3'b0;
            regWrite_out <= 1'b0;
            ecall_out <= 1'b0;
            op_out <= 7'b0;
            ALUResult_out <= 64'b0;
            writeData_out <= 64'b0;
            PCPlusImm_out <= 64'b0;
            writeReg_out <= 5'b0;
            immExt_out <= 64'b0;
            PCPlus4_out <= 64'b0;
        end
        else begin
            memWrite_out <= memWrite_in;
            memType_out <= memType_in;
            resultSrc_out <= resultSrc_in;
            regWrite_out <= regWrite_in;
            ecall_out <= ecall_in;
            op_out <= op_in;
            ALUResult_out <= ALUResult_in;
            writeData_out <= writeData_in;
            PCPlusImm_out <= PCPlusImm_in;
            writeReg_out <= writeReg_in;
            immExt_out <= immExt_in;
            PCPlus4_out <= PCPlus4_in;
        end
    end
endmodule
```

## flow/run.sh

```bash
#!/bin/bash
# OpenROAD 26Q1-2900-gdf79404cd8, Yosys 0.63+post, stock flow scripts
make -C /OpenROAD-flow-scripts/flow DESIGN_CONFIG=/design/flow/config.mk WORK_HOME=/design/flow/orfs finish
```

==> out/results.ini <==
[route]
antenna_left=0
routed_via_density=3.14
dr_total_vias=7371
antenna_cells=0
drt_iter0_drc=169
wirelength_mm=40.1
remaining_drc_errors=0
wire_per_inst_um=17.1
drt_first_pass_iters=4

[floorplanning]
rows=94
die-area_um2=76700
floorplan.initialDensity_pct=13.9
die_y_um=277
ios=684
die-width_um=277
core_um2=65600

[clocking]
postCtsSetupRepairBufs=0
clock_sinks=341
cts.htree.levels=2
numCtsBuffers=39
root_buffer=clkbuf_16
cts_tree=built
clockBufferDepth=3
path_clk_slew_ps=60

[global_routing]
grt_overflow=0
antenna_found_initial=1
grt_pass1_vias=8146
grt_max_degree=44
grt_pass1_wl_mm=57.1
grtUsageTotal_pct=10.1

[cells_and_area]
area_growth_pct=89.0
drive_above_1_share_pct=37.2
seqCellArea_um2=6970
fin_util_pct=26.3
combGateArea_um2=2130
nFillCells=6863

[worst_setup_path]
crit_path_top_delay_cell=dfxtp_4
crit_path_max_fanout=1
start_kind=flop
worstSetupPathType=flop to primary output
cp-end-kind=primary output
path_buffers=1
cp.required_ps=800
cp_slowest_stage_delay_ps=410
critPathTopFamily=flip-flops
path_cells=buf_6
critPathArrivalTime_ps=1060

[placement]
gp_congestion=0.902
dp_hpwl_mm=32.9
portBuffers=683

[logic_synthesis]
synth_flops=341
netlist_area_um2=9150
yosys-stat-area_um2=9150
seq_area_frac_synth_pct=74.6
yosys.area.top_type=dfxtp_1
top_area_share_pct=74.6
syn_area_per_cell_um2=12.7
synth_cell_types=5
syn_inst=720
top_cells_by_area=dfxtp_1 (75%), nor2b_1 (23%), buf_2 (1.6%)
ys_cells=720
ys_warn_count=1

[hold_path]
hold_class=input pin to flop
holdCritStartpoint=reset
min_to=writeData_out[60]
holdPathStages=3

[sta]
whs_ps=103
final_hold_viol_count=0
setup_ws_ps=-265
min_period_over_period_pct=126
worstMarginPinSlew_ps=320
setup_viol=341
rsz0062_at_grt=true
relSlewSlack_pct=78.6
fin_crit_ps=1260
fmax_ghz=0.791
slew_violations=0

[outcome]
outcome=finished, violations left
violations=negative setup slack

[pwr]
p_leak_nw=7.54
powerDensity_nw_per_um2=1870
peakVddDrop_v=0.00112

[job]
warnings=27
drv_cap=0

## layout by cell type, fill, tap and decap left out
cell	instances
clkbuf_8	8
buf_2	308
buf_12	5
clkinvlp_4	3
dfxtp_1	244
nor2b_1	341
clkbuf_1	4
clkinv_2	4
clkbuf_16	41
clkdlybuf4s50_1	341
buf_8	1
dfxtp_2	88
buf_6	33
inv_6	2
dfxtp_4	9
buf_4	43
clkinv_4	1
bufinv_16	4
## final cells by class
cell class                      count  share of cell area, %
Sequential cell                   341                   40.3
Tap cell                          864                   6.25
Multi-Input combinational cell    341                   12.3
Timing Repair Buffer              731                   33.3
Clock buffer                       53                   6.66
Clock inverter                     14                   1.09
## layer usage
metal  up-vias  track usage, %  share of wire [%]
li1       3626               -                  -
met1      3309            12.2                 40
met2       381            16.5                 47
met3        53            4.48                 10
met4         2            2.45                2.7
met5         -               0              0.032
## Yosys cell counts, drive strengths merged
master	n
clkbuf	6
dfxtp	341
buf	32
nor2b	341
## flip-flops by register name, indices dropped and copies added (netlist names), 5 cells and up
signal,count
ALUResult_out,64
PCPlus4_out,64
PCPlusImm_out,64
immExt_out,64
writeData_out,64
op_out,7
writeReg_out,5
## worst max path at each step
stage	cells after the start	startpoint	endpoint	slack, ps
CTS	1	ALUResult_out[63]	ALUResult_out[63]	-340
global route	1	regWrite_out	regWrite_out	-330
finish	1	regWrite_out	regWrite_out	-260
## cell families (layout without fill, tap and decap cells)
logic type	count (synthesis)	in the layout	synth area share, %
simple gates	341	341	23.3
flops	341	341	74.6
buf+inv	38	798	2.05
## where the power goes
part	internal (W)	leakage, nW	switching (W)
clock	0.00909	0.653	0.00567
combinational	0.00216	4.01	0.000845
sequential	0.0143	2.87	0.000218
total	0.0256	7.54	0.00674
## tightest hold or removal path: stages
cell,delay [ps]
buf_8,170
nor2b_1,130
buf_4,100
## stage by stage
| step | total power (W) | area, um2 | worst slack (ps) | instances | TNS, ps |
|---|---|---|---|---|---|
| final | 0.0323 | 17300 | -265 | 2344 | -48280 |
| after global placement | 0.0185 | 17300 | -349 | 2277 | -5970 |
| after global routing | 0.0338 | 17300 | -331 | 2344 | -68820 |
| after detailed placement | 0.0185 | 17300 | -348 | 2277 | -6830 |
| after floorplan | 0.0152 | 9150 | 102 | 720 | 0 |
| after CTS | 0.0329 | 17100 | -339 | 2344 | -66580 |
## timing repair
action | 4_1_cts | 5_1_grt
gates resized | 1244 | 48
hold buffers | 0 | 0
endpoints found under the setup margin | 341 | 341
No activity file was given, so power comes from the tool's default toggle rates.
