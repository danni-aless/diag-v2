===== /design/flow/constraint.sdc =====
current_design ID_EX

set clk_period 1.0
set clk_io_pct 0.2

create_clock -name clk0 -period $clk_period [get_ports {clk}]

set non_clock_inputs [all_inputs -no_clocks]
set_input_delay [expr $clk_period * $clk_io_pct] -clock clk0 $non_clock_inputs
set_output_delay [expr $clk_period * $clk_io_pct] -clock clk0 [all_outputs]

===== /design/flow/config.mk =====
export PLATFORM = sky130hd
export DESIGN_NAME = ID_EX
export DESIGN_NICKNAME = ID_EX
export VERILOG_FILES = /design/flow/design.v
export SDC_FILE = /design/flow/constraint.sdc
export NUM_CORES = 4
export LEC_CHECK = 1
export CORE_AREA = 10 10 284 284
export DIE_AREA = 0 0 294 294

===== /design/flow/run.sh =====
#!/bin/bash
# OpenROAD 26Q1-2900-gdf79404cd8, Yosys 0.63+post, stock flow scripts
make -C /OpenROAD-flow-scripts/flow DESIGN_CONFIG=/design/flow/config.mk WORK_HOME=/design/flow/orfs finish

===== /design/flow/design.v =====
`timescale 1ns / 1ps
module ID_EX(
    input clk,
    input reset,
    input [3-1:0] funct3_in,
    input ALUSrc_in, ALU32_in,
    input [4-1:0] ALUControl_in,
    input jal_in, jalr_in, branch_in,
    input memWrite_in,
    input [3-1:0] memType_in,
    input [3-1:0] resultSrc_in,
    input regWrite_in,
    input ecall_in,
    input csrrs_in,
    input [7-1:0] op_in,
    input [64-1:0] readData1_in, readData2_in,
    input [64-1:0] PC_in,
    input [5-1:0] readRegister1_in, readRegister2_in,
    input [5-1:0] writeReg_in,
    input [64-1:0] immExt_in,
    input [64-1:0] PCPlus4_in,
    output reg [3-1:0] funct3_out,
    output reg ALUSrc_out, ALU32_out,
    output reg [4-1:0] ALUControl_out,
    output reg jal_out, jalr_out, branch_out,
    output reg memWrite_out,
    output reg [3-1:0] memType_out,
    output reg [3-1:0] resultSrc_out,
    output reg regWrite_out,
    output reg ecall_out,
    output reg csrrs_out,
    output reg [7-1:0] op_out,
    output reg [64-1:0] readData1_out, readData2_out,
    output reg [64-1:0] PC_out,
    output reg [5-1:0] readRegister1_out, readRegister2_out,
    output reg [5-1:0] writeReg_out,
    output reg [64-1:0] immExt_out,
    output reg [64-1:0] PCPlus4_out
    );
    always @(posedge clk) begin
        if(reset) begin
            funct3_out <= 3'b0;
            ALUSrc_out <= 1'b0;
            ALU32_out <= 1'b0;
            ALUControl_out <= 4'b0;
            jal_out <= 1'b0;
            jalr_out <= 1'b0;
            branch_out <= 1'b0;
            memWrite_out <= 1'b0;
            memType_out <= 3'b0;
            resultSrc_out <= 3'b0;
            regWrite_out <= 1'b0;
            ecall_out <= 1'b0;
            csrrs_out <= 1'b0;
            op_out <= 7'b0;
            readData1_out <= 64'b0;
            readData2_out <= 64'b0;
            PC_out <= 64'b0;
            readRegister1_out <= 5'b0;
            readRegister2_out <= 5'b0;
            writeReg_out <= 5'b0;
            immExt_out <= 64'b0;
            PCPlus4_out <= 64'b0;
        end
        else begin
            funct3_out <= funct3_in;
            ALUSrc_out <= ALUSrc_in;
            ALU32_out <= ALU32_in;
            ALUControl_out <= ALUControl_in;
            jal_out <= jal_in;
            jalr_out <= jalr_in;
            branch_out <= branch_in;
            memWrite_out <= memWrite_in;
            memType_out <= memType_in;
            resultSrc_out <= resultSrc_in;
            regWrite_out <= regWrite_in;
            ecall_out <= ecall_in;
            csrrs_out <= csrrs_in;
            op_out <= op_in;
            readData1_out <= readData1_in;
            readData2_out <= readData2_in;
            PC_out <= PC_in;
            readRegister1_out <= readRegister1_in;
            readRegister2_out <= readRegister2_in;
            writeReg_out <= writeReg_in;
            immExt_out <= immExt_in;
            PCPlus4_out <= PCPlus4_in;
        end
    end
endmodule

==> impl_metrics.ini <==
; flow metrics
[setup_path]
required_ns = 0.80
cp_slowest_cell = dfxtp_4
slowest_delay_ns = 0.40
crit_family = flip-flops
crit_chain = buf_6
crit_arrival_ns = 1.06
crit_type = reg2out
cp_max_fo = 1
crit_path_end_kind = primary output
cp.buffers_inverters = 1
cp-start-kind = flop

[flow_run]
cap_violations = 0
tool_warnings = 27

[clock_network]
clkSinkCount = 364
path_clk_slew_ns = 0.06
cts-buffers-inserted = 39
clockRootBuffer = clkbuf_16
htreeDepth = 2
postCtsSetupBuffers = 0
clockBufferDepth = 3
cts_tree = yes

[synthesis]
ys_top_cells_by_area = dfxtp_1, nor2b_1, buf_2
synthCells = 768
synth_cell_type_count = 4
yosys.area.top_type_share = 0.747
syn_area_um2 = 9760
ys_cells = 768
ys_chip_area_um2 = 9760
synthArstFlopShare = 0
synth_top_flop_cell = dfxtp_1
synth_area_leader_cell = dfxtp_1
edf_count = 0
common_cells = dfxtp_1, nor2b_1, buf_2
avgSynthCellArea_um2 = 12.7
ys_warn_count = 1
ys_ff = 364
postSynthSeqShare = 0.747

[die]
core_um2 = 74400
die_area_um2 = 86400
fp.dieW_um = 294
placementRows = 100
fp.dieH_um = 294
fp_util = 0.131
ioPinCount = 730

[route]
drc = 0
avgRoutedWirePerCell_um = 16.6
via_per_inst = 3.15
drt_iter0_drc = 124
drtAntennaViolNets = 0
wl_mm = 42.2
drtPass1Iterations = 4
vias = 7993

[power]
leakage_nw = 7.91
ir_drop_mv = 1.25
seqPwrFrac = 0.475
switching_share = 0.211
pwr_density_cell_nw_per_um2 = 1790
p_sw_mw = 6.88
internal_power_mw = 25.8
pwr-share-comb = 0.098
p_clk_frac = 0.427

[finish]
comb_area_um2 = 2280
area_growth_pct = 86.6
post-route-cell-area_um2 = 18200
utilization = 0.245
layout-drive-gt1-share = 0.358
fill_cells = 7801
layout.cells.non_filler = 2538
regArea_um2 = 7420

[sta]
post-route-period-util = 1.26
rsz0062_at_grt = true
drv_slew = 0
setup_slack_ns = -0.264
finalSetupTns_ns = -53.72
setup_viol = 364
tightest_slew_ns = 0.442
timing.fmax_mhz = 791
hold_viol_final = 0
finalCriticalPeriod_ns = 1.26
relSlewSlack = 0.705

[global_route]
grt-ovfl-total = 0
grt_max_degree = 36
grt_pass1_vias = 8619
antenna_found_initial = 8
grt_pass1_wl_mm = 58.6
grtUsageTotal = 0.0925

[placed_design]
postPlaceCellArea_um2 = 18500
dp_hpwl_mm = 34.7
io_buffers = 729
gp_routability_congestion = 0.892
place_inst = 2468

[worst_hold_path]
min_path_type = in2reg

[outcome]
violations = negative setup slack
run_status = finished, violations left
-- state kept, by name, indices dropped and copies added, names as in the netlist, 3 cells and up --
name and cells:
writeReg_out 5, PCPlus4_out 64, PC_out 64, ALUControl_out 4
funct3_out 3, readRegister1_out 5, op_out 7, readData1_out 64
resultSrc_out 3, readData2_out 64, memType_out 3, immExt_out 64
readRegister2_out 5
-- what timing repair did --
item / 4_1_cts / 5_1_grt
hold buffers: 1 / 0
endpoints found under the setup margin: 364 / 364
gates resized: 1320 / 39
endpoints found under the hold margin: 8 / 0
-- kinds of logic after synthesis --
kind of cell | synth area share
buffers and inverters | 0.0199
DFF | 0.747
and+or+nand+nor | 0.233
-- placed cells by master (no fill, tap or decap) --
| cell type | instances |
|---|---|
| diode_2 | 4 |
| clkdlybuf4s50_1 | 364 |
| buf_2 | 339 |
| dlygate4sd3_1 | 1 |
| clkbuf_8 | 7 |
| buf_4 | 34 |
| buf_8 | 1 |
| clkbuf_16 | 39 |
| bufinv_16 | 2 |
| dfxtp_2 | 89 |
| dfxtp_1 | 268 |
| nor2b_1 | 364 |
| inv_6 | 4 |
| buf_12 | 8 |
| clkbuf_1 | 8 |
| dfxtp_4 | 7 |
| clkinv_2 | 5 |
| buf_6 | 25 |
-- routing by layer --
layer  GRT usage  vias to the layer above  share of wire
met2       0.161                      465           0.49
met4      0.0220                        8          0.026
li1            -                     3853              -
met1      0.0924                     3607           0.34
met5           0                        -         0.0013
met3      0.0558                       60           0.14
-- path summary, 6_finish.rpt --
kind | startpoint | to | cells after the start
worst max-delay path | immExt_out[16]$_SDFF_PP0_ | immExt_out[16] | 1
worst min-delay path | reset | readData1_out[22]$_SDFF_PP0_ | 3
-- per-stage QoR --
step | power, mW | hold WS, ns | setup WS [ns]
after floorplan | 16.2 | 0.328 | 0.198
after global placement | 19.8 | 0.457 | -0.287
after detailed placement | 19.8 | 0.465 | -0.283
after CTS | 33.3 | 0.0672 | -0.325
after global routing | 34.0 | 0.0791 | -0.313
final | 32.7 | 0.0915 | -0.264
-- power by group through the flow --
| stage | Sequential [mW] | Clock (mW) | Combinational [mW] |
|---|---|---|---|
| CTS | 15.5 | 14.5 | 3.25 |
| global route | 15.6 | 15.0 | 3.48 |
| finish | 15.5 | 14.0 | 3.19 |
-- layout make-up --
class,instances,area share
Clock inverter,11,0.00660
Tap cell,969,0.0666
Antenna cell,4,0.000550
Multi-Input combinational cell,364,0.125
Sequential cell,364,0.408
Clock buffer,54,0.0605
Timing Repair Buffer,772,0.333
Power figures rest on the tool's default switching activity, not on a simulated workload.
